<file path="./design.v">
`timescale 1ns/1ps
module Functional_Unit(instruction, A, B, C, select, F);
    input wire [7:0] instruction;
    input wire [7:0] A;
    input wire [7:0] B;
    input wire [7:0] C;
    input wire [2:0] select;
    output [7:0] F;
    reg [7:0] X, Y;
    wire [2:0] encoder_instruction;
    encoder e1(instruction,encoder_instruction);
    reg [7:0] F;
    always @(select or encoder_instruction or A or B or C) begin
        case(select)
            3'b011:
            begin
                X = B;
                Y = C;
            end
            3'b101:
            begin
                X = A;
                Y = C;
            end
            3'b110:
            begin
                X = A; Y = B;
            end
            default:
            begin
                X = C;
                Y = A;
            end
        endcase
        case (encoder_instruction)
            3'b111 : 
            begin
                if(X[7] == 1) 
                    F = (X<<1) + Y + 8'b00000001;
                else 
                    F = (X<<1) + Y;
            end
            3'b110 : 
            begin
                if(X[0] == 1)
                    F = 8'b10000000 + (X>>1) + Y;
                else
                    F = (X>>1) + Y;
            end
            3'b101 : 
            begin
                if(X < Y)
                    F = X;
                else
                    F = Y;
            end
            3'b100 : 
            begin
                if(X > Y)
                    F = X;
                else
                    F = Y;
            end
            3'b011 : F = X | Y;
            3'b010 : F = X & Y;
            3'b001 : F = X + (~Y);
            3'b000 : F = X + Y;
            default : F = X + Y;
        endcase
    end
endmodule
module encoder (instruction,encoder_instruction);
    input wire[7:0] instruction;
    output [3:0] encoder_instruction;
    reg [3:0] encoder_instruction;
    always @(instruction) begin
        casez (instruction)
            8'b1??????? : encoder_instruction = 4'b0111;
            8'b01?????? : encoder_instruction = 4'b0110;
            8'b001????? : encoder_instruction = 4'b0101;
            8'b0001???? : encoder_instruction = 4'b0100;
            8'b00001??? : encoder_instruction = 4'b0011;
            8'b000001?? : encoder_instruction = 4'b0010;
            8'b0000001? : encoder_instruction = 4'b0001;
            8'b00000001 : encoder_instruction = 4'b0000;
            default : encoder_instruction = 4'b0000;
        endcase
    end
endmodule
`timescale 1ns/1ps
module find_MAX(
    input wire clk,
    input wire rst_n,
    input wire start,
    input wire valid,
    input wire [7:0] data_A,
    input wire [7:0] data_B,
    input wire [7:0] data_C,
    input wire [7:0] instruction,
    input wire [2:0] count,
    input wire [2:0] select,
    output reg [7:0] second_maximum
);
    wire [7:0] result;
    Functional_Unit fu(
        .instruction(instruction), 
        .A(data_A),
        .B(data_B),
        .C(data_C),
        .select(select),
        .F(result)
    );
    reg [7:0] max, sec_max;
    reg started;
    reg [2:0] cnt;
    always @(posedge clk or negedge rst_n) begin
        if(rst_n == 0) begin
            started = 0;
            max <= 8'd0;
            sec_max <= 8'd0;
        end
        else if(start == 1) begin
            started = 1;
            cnt = count;
        end
        else if(cnt == 3'b000 && started) begin
            started <= 0;
            second_maximum <= sec_max;
            max <= 8'd0;
            sec_max <= 8'd0;
        end
        else if(valid && started) begin
            cnt = cnt - 3'b001;
            if(result > max) begin
                sec_max <= max;
                max <= result;
            end
            else if(result > sec_max) begin
                sec_max = result;
            end
            else ;
        end
        else ;
    end
endmodule
</file>
<file path="./run.sh">
#!/bin/bash
# OpenROAD 26Q1-2900-gdf79404cd8, Yosys 0.63+post, stock flow scripts
make -C /OpenROAD-flow-scripts/flow DESIGN_CONFIG=/design/flow/config.mk WORK_HOME=/design/flow/orfs finish
</file>
<file path="./config.mk">
export PLATFORM = sky130hd
export DESIGN_NAME = find_MAX
export DESIGN_NICKNAME = find_MAX
export VERILOG_FILES = /design/flow/design.v
export SDC_FILE = /design/flow/constraint.sdc
export NUM_CORES = 4
export LEC_CHECK = 1
export CORE_UTILIZATION = 40
</file>
<file path="./constraint.sdc">
current_design find_MAX

set clk_period 4.9
set clk_io_pct 0.2

create_clock -name clk0 -period $clk_period [get_ports {clk}]

set non_clock_inputs [all_inputs -no_clocks]
set_input_delay [expr $clk_period * $clk_io_pct] -clock clk0 $non_clock_inputs
set_output_delay [expr $clk_period * $clk_io_pct] -clock clk0 [all_outputs]
</file>
==> Slide: Implementation Results <==
Run Summary

Route
  • WL final: 14.83 mm
  • Vias: 4802
  • Initial DRC count: 305
  • Routed Antenna Nets: 0
  • DR DRC count: 0
  • Antenna Cells: 0
  • Wirelength per Cell: 17.03 um
  • Drt pass-1 iters: 5
  • Vias/cell: 5.513

STA
  • Slew HR: 61.46%
  • Achievable clock frequency: 0.1814 GHz
  • Final Skew: 0.002051 ns
  • Final min period: 5.513 ns
  • Min Hold Slack: 0.4956 ns
  • Post-layout period usage of the worst path: 112.5%
  • PnR worst setup slack: -0.6131 ns
  • Max Slew Vio Count: 0
  • TNS Setup: -8.510 ns
  • Worst-margin pin slew: 0.5782 ns
  • # setup viols final: 16
  • Final hold violation count: 0
  • RSZ-0062 raised after global routing: yes

Placement
  • Dpl cells: 828
  • Final Wtd Congestion: 0.9859
  • PortBufs: 48
  • Dpl hpwl: 11.40 mm
  • DP Worst Slack: -1.521 ns
  • Placed Area: 6213 um^2

Critical path
  • Worst setup path startpoint: select[2]
  • Reg2reg path depth: 9
  • CP dominant cell by count: buf_4
  • CP Class: in2reg
  • Critical Path Max Stage Delay: 0.41 ns
  • Reg-to-reg startpoint: cnt[0]$_DFFE_PP_
  • FF-to-FF setup slack: 2.50 ns
  • Worst EP required: 5.09 ns
  • CP Launch Type: input port
  • Setup crit end: sec_max[7]$_DFFE_PN0P_
  • RR Endpoint: sec_max[7]$_DFFE_PN0P_
  • Worst-path fanout max: 8
  • Worst EP arrival: 5.70 ns
  • CP endpoint kind: flop
  • Worst path slowest cell: a2111o_1

Pwr
  • Worst vdd ir: 253.7 uV
  • Clock power share: 7.3%
  • Design Power: 2.442 mW
  • Lkg Pwr: 3.304 nW
  • Switch share: 42.01%
  • Switch Pwr: 1.026 mW
  • Sequential power share: 15.0%
  • Int Power: 1.416 mW
  • PwrDens: 341.6 nW/um^2
  • Comb pwr share: 77.6%

Die
  • Site Rows: 37
  • Area of the core: 10460 um^2
  • Die Span Y: 106.5 um
  • I/O pins: 50
  • Die X: 106.5 um
  • Fp_density: 41.72%
  • Die Area: 11340 um^2

Outcome
  • Status: finished, violations left
  • Violations in the final reports: setup timing

Synthesis
  • Synth unique cells: 66
  • YS warnings: 4
  • Post-synth seq share: 17.31%
  • Ys async rst share: 60.71%
  • Mapped Area: 4365 um^2
  • Number of enable flip-flop cells: 11
  • Cells after synthesis: 518
  • Top FF cell, synth: dfrtp_1
  • Yosys Instances: 518
  • Syn avg cell area: 8.427 um^2
  • Yosys reg bits: 28
  • Synthesis area per yosys: 4365 um^2

Clocking
  • Depth of the CTS H-tree: 1
  • CTS Root Cell: clkbuf_8
  • Clock-pin slew on the worst setup and hold paths: 0.09 ns
  • Worst-case clock buffer depth: 2
  • CTS buffer count: 3
  • CTS tree: built
  • Clk Latency, worst-skew pair: 0.27 ns
  • # clock sinks: 28

Flow run
  • Tool warnings: 46
  • Max_cap viols: 0

Finish
  • Area grow syn2layout: 63.74%
  • Finished Layout Cells: 871
  • Commonest Layout Cell: buf_4
  • Core Util, Final: 68.32%
  • Post-route cell area: 7148 um^2
  • Logic area: 3965 um^2
  • FF/Latch Area: 755.7 um^2
  • Share of layout cells above drive strength 1: 41.90%
  • Layout filler cell count: 786
  • Most frequent cells in the layout: buf_4, ha_1, inv_1

Global routing
  • First-pass GRT wire length: 22.94 mm
  • Number of global-route vias before repair: 4553
  • Largest net degree at the start of global routing: 20
  • GRT Residual Overflow: 0
  • Initial antenna violation count: 0
  • Gr usage total: 26.27%

Hold path
  • Worst Hold Class: reg2reg
layer usage:
metal / vias to the layer above / routed length [um] / track usage [%]
met5: - / 0 / 0
met4: 0 / 190 / 2.935
met3: 15 / 918 / 3.252
met2: 166 / 6599 / 42.02
met1: 2266 / 7124 / 39.72
li1: 2355 / - / -
repair_timing:
item / in CTS / in global routing
hold buffers: 0 / 0
pin swaps: 56 / 85
buffers inserted: 19 / 19
gates resized: 88 / 68
cloned: 3 / 1
endpoints found under the setup margin: 16 / 16
worst max-delay path, delay by kind of cell:
kind | cells | cell delay, ns
AND-OR/OR-AND | 9 | 2.17
buffers and inverters | 10 | 1.29
adder cells (fa/ha/maj) | 2 | 0.53
AND/OR/NAND/NOR | 5 | 0.44
multiplexers | 1 | 0.28
cell families after synthesis:
family          after synthesis  share of synthesized area, %
compound gates              166                         27.83
simple gates                128                         15.79
buf+inv                      72                         6.821
fa+ha+maj                    67                         19.66
xor+xnor                     35                         7.337
flops                        28                         17.31
mux                          22                         5.245
worst min-delay path by stage:
| stage | from | endpoint | slack [ns] | depth (start not counted) |
|---|---|---|---|---|
| final | max[6]$_DFFE_PN0P_ | max[6]$_DFFE_PN0P_ | 0.50 | 2 |
| after CTS | sec_max[3]$_DFFE_PN0P_ | second_maximum[3]$_DFFE_PP_ | 0.50 | 0 |
| after global routing | max[6]$_DFFE_PN0P_ | max[6]$_DFFE_PN0P_ | 0.52 | 2 |
cells in the mapped netlist, types with 9 or more instances:
library cell	number	area share, %
a21oi_1	33	3.8
a221oi_1	10	2.0
a22o_1	12	2.4
clkbuf_1	9	0.77
dfrtp_1	17	9.7
edfxtp_1	11	7.6
ha_1	63	18
inv_1	47	4.0
mux2i_1	15	3.4
nand2_1	25	2.1
nand3_1	16	1.8
nor2_1	22	1.9
nor2b_1	23	3.3
o21a_1	10	1.7
o21ai_0	25	2.9
xnor2_1	21	4.2
xor2_1	13	2.6
state kept, by name, indices dropped and copies added (netlist names):
register and count:
max 8, sec_max 8, cnt 3, second_maximum 8, started 1
layout make-up:
type | count | area share, %
Tap cell | 136 | 2.381
Clock inverter | 1 | 0.4201
Sequential cell | 28 | 10.57
Clock buffer | 3 | 0.5776
Inverter | 49 | 2.643
Multi-Input combinational cell | 419 | 55.47
Timing Repair Buffer | 235 | 27.94
power by group through the flow:
| stage | clock, mW | sequential [mW] | combinational [mW] |
|---|---|---|---|
| 4_1_cts | 0.182 | 0.363 | 1.58 |
| 6_report | 0.179 | 0.367 | 1.90 |
| 5_1_grt | 0.192 | 0.374 | 2.05 |
Power and IR drop assume default switching activity.
